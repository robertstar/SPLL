**design/flow/design.v**
```verilog
module spll 
#(
		parameter	                  PHASE_BITS = 32,
		parameter	[0:0]	          OPT_TRACK_FREQUENCY = 1'b0,
		parameter	[PHASE_BITS-1:0]  INITIAL_PHASE_STEP  = 0,
		parameter	[0:0]	          OPT_GLITCHLESS      = 1'b1,
		localparam	                  MSB=PHASE_BITS-1
	)
(
		input	wire			       i_clk,
		input	wire			       i_ld,
		input	wire [(MSB-1):0]       i_step,
		input	wire			       i_ce,
		input	wire			       i_input,
		input	wire [4:0]		       i_lgcoeff,
		output	wire [PHASE_BITS-1:0]  o_phase,
		output	reg	 [1:0]		       o_err,
		output	wire	 		       o_freq
	);
	reg		agreed_output=0, lead=0;	 
	wire		phase_err;
	reg	[MSB:0]	ctr=0, phase_correction=0, freq_correction=0, r_step=0;
	always @(posedge i_clk)
	if (i_ce)
	begin
		if ((i_input)&&(ctr[MSB]))
			agreed_output <= 1'b1;
		else if ((!i_input)&&(!ctr[MSB]))
			agreed_output <= 1'b0;
	end
	always @(*)
	if (agreed_output)
		lead = (!ctr[MSB])&&(i_input);
	else
		lead = (ctr[MSB])&&(!i_input);
	assign	phase_err = (ctr[MSB] != i_input);
	initial	phase_correction = 0;
	always @(posedge i_clk)
		phase_correction <= {1'b1,{(MSB){1'b0}}} >> i_lgcoeff;
	initial	ctr = 0;
	always @(posedge i_clk)
	if (i_ce)
	begin
		if (!phase_err)
			ctr <= ctr + r_step;
		else if (lead)
		begin
			if (!OPT_GLITCHLESS || r_step > phase_correction)
				ctr <= ctr + r_step - phase_correction;
		end
		else  
			ctr <= ctr + r_step + phase_correction;
	end
	assign	o_phase = ctr;
	assign  o_freq  = ctr[31];
	initial	freq_correction = 0;
	always @(posedge i_clk)
		freq_correction <= { 3'b001, {(MSB-2){1'b0}} } >> (2*i_lgcoeff);
	initial	r_step = INITIAL_PHASE_STEP;
	always @(posedge i_clk)
	if (i_ld)
		r_step <= { 1'b0, i_step };
	else if ((i_ce)&&(OPT_TRACK_FREQUENCY)&&(phase_err))
	begin
		if (lead)
			r_step <= r_step - freq_correction;
		else
			r_step <= r_step + freq_correction;
	end
	initial	o_err = 2'h0;
	always @(posedge i_clk)
	if (i_ce)
		o_err <= (!phase_err) ? 2'b00 : ((lead) ? 2'b11 : 2'b01);
endmodule
```
**design/flow/run.sh**
```bash
#!/bin/bash
# OpenROAD 26Q1-2900-gdf79404cd8, Yosys 0.63+post, stock flow scripts
make -C /OpenROAD-flow-scripts/flow DESIGN_CONFIG=/design/flow/config.mk WORK_HOME=/design/flow/orfs finish
```
**design/flow/config.mk**
```make
export PLATFORM = sky130hd
export DESIGN_NAME = spll
export DESIGN_NICKNAME = spll
export VERILOG_FILES = /design/flow/design.v
export SDC_FILE = /design/flow/constraint.sdc
export NUM_CORES = 4
export LEC_CHECK = 1
export CORE_UTILIZATION = 30
```
**design/flow/constraint.sdc**
```tcl
current_design spll

set clk_period 18.7
set clk_io_pct 0.2

create_clock -name clk0 -period $clk_period [get_ports {i_clk}]

set non_clock_inputs [all_inputs -no_clocks]
set_input_delay [expr $clk_period * $clk_io_pct] -clock clk0 $non_clock_inputs
set_output_delay [expr $clk_period * $clk_io_pct] -clock clk0 [all_outputs]
```
==> results.json <==
{
  "run_status": "complete, no violations",
  "place_hpwl_mm": 15.9,
  "post_synth_mux_area_share_pct": 1.13,
  "cts_num_sinks": 98,
  "postSynthRegisterBits": 98,
  "finalClockSkew_ns": 0.00901,
  "postSynthCellCount": 858,
  "setup.worst_path.class": "in -> reg",
  "setup_viol": 0,
  "final_max_slew_viols": 0,
  "min_period_ns": 7.88,
  "ys.warnings.count": 1,
  "worst_ep_required_time_ns": 18.82,
  "grt_antenna_before_repair": 0,
  "antennaDiodeCount": 0,
  "yosys.area_share.xor_xnor_pct": 9.58,
  "num_io_pins": 75,
  "drive_above_1_share_pct": 4.82,
  "min_period_over_period_pct": 42.1,
  "dr.pass1.iters": 8,
  "netlist-cell-type-count": 62,
  "area.growth.synth_to_final_pct": 18.3,
  "synth-simple-area-share_pct": 14.7,
  "critical_path.max_fanout": 25,
  "core_area_mm2": 0.0253,
  "clock_tree.htree_level_count": 3,
  "dp.cells": 1247,
  "cts-root-buf": "clkbuf_16",
  "netlist_area_mm2": 0.00777,
  "clock_tree.buffer_depth": 2,
  "maximum_number_of_pins_on_one_net_before_global_route_repair": 36,
  "yosysTopAreaCell": "edfxtp_1",
  "cts_tree": "done",
  "synth-main-ff-cell": "edfxtp_1",
  "mostFrequentLayoutCells": "ha_1 (97), nor2_1 (82), clkdlybuf4s50_1 (73), a21oi_1 (71), edfxtp_1 (66)",
  "avgSynthCellArea_um2": 9.05,
  "timing.fmax_mhz": 127,
  "drt_iter0_drc": 364,
  "count_of_library_flops_with_an_enable_pin": 66,
  "slowest_stage": "a2111oi_0",
  "synthTopLogicFamily": "AND-OR/OR-AND gates",
  "final_cells": 1263,
  "worstSkewPairLatency_ns": 0.36,
  "ys_top_cells_by_area": "edfxtp_1 (26%), ha_1 (16%), dfxtp_1 (8.2%)",
  "detail_route.vias_per_cell": 5.05,
  "postCtsResizedCells": 0,
  "layout.cells.most_common": "ha_1",
  "yosys-stat-area_mm2": 0.00777,
  "worst_setup_path_start_kind": "input port",
  "postCtsHoldBufs": 0,
  "slew_headroom_pct": 40.8,
  "port_buffers": 74,
  "yosys.stat.seqShare_pct": 33.8,
  "compound_area_share_pct": 21.2,
  "rsz_0062_raised_after_global_routing": "false",
  "critical_path_arrival_ns": 8.00,
  "grt_first_pass_wirelength_mm": 32.8,
  "cts_inserted_buffers": 9,
  "die-width_um": 163,
  "synth_top_area_share_pct": 25.5,
  "totalNegativeSetupSlack_ns": 0,
  "grt_pass1_vias": 6177,
  "gp_congestion": 0.924,
  "rows": 58,
  "postRouteWirelength_mm": 20.2,
  "fill_cells": 2560,
  "num_vias": 6374,
  "detailed_route_drc_error_count": 0,
  "cts.clk_slew.worst_paths_ns": 0.07,
  "chipHeight_um": 163,
  "holdCritPathClass": "reg -> reg",
  "drv.max_cap_violation_count": 0,
  "tightest_slew_ns": 0.865,
  "final-comb-area_mm2": 0.00488,
  "antenna_left": 0,
  "synth_area_in_adders_pct": 16.1,
  "final_core_utilization_pct": 36.4,
  "openroad.warnings": 27,
  "grt_remaining_overflow": 0,
  "cts_post_setup_buffers_inserted": 0,
  "final_hold_viol_count": 0,
  "drt-wirelength-per-cell_um": 16.0,
  "fp_util_pct": 30.8,
  "critical_path.endpoint_type": "flop",
  "seq_area_mm2": 0.00262,
  "synth-cells-yosys": 858,
  "synthArstFlopShare_pct": 0,
  "floorplan.die_area_mm2": 0.0265,
  "grt_util_all_layers_pct": 16.2,
  "worst_path_cell_trace": "clkdlybuf4s50_1 > inv_1 > ha_1 > mux2i_2 > buf_4 > a21o_1 > inv_1 > ha_1 > nor2b_1 > o2111ai_1 > a2111o_1 > a2111oi_0 > o21a_1 > o211a_1 > o21ai_0 > a21oi_1 > xnor2_1",
  "slowest_stage_delay_cp_ns": 0.80
}
[routing by layer]
| metal | global-route usage (%) | share of wire (%) |
|---|---|---|
| met4 | 2.17 | 1.6 |
| met2 | 24.1 | 43 |
| met5 | 0 | 0 |
| met3 | 2.00 | 4.5 |
| met1 | 26.1 | 51 |
[cell usage after synthesis, drive strengths merged (3+ instances only)]
| library cell | number |
|---|---|
| a211oi | 6 |
| a21o | 51 |
| a21oi | 71 |
| a311oi | 3 |
| a31oi | 11 |
| and3 | 7 |
| clkbuf | 20 |
| dfxtp | 32 |
| edfxtp | 66 |
| ha | 97 |
| inv | 50 |
| mux2 | 6 |
| nand2 | 62 |
| nand2b | 11 |
| nand3 | 14 |
| nand3b | 5 |
| nand4 | 12 |
| nor2 | 84 |
| nor2b | 5 |
| nor3 | 12 |
| nor4 | 4 |
| o211ai | 7 |
| o21a | 10 |
| o21ai | 61 |
| o21bai | 5 |
| o311ai | 3 |
| o31ai | 11 |
| or2 | 5 |
| or3 | 6 |
| or4 | 5 |
| xnor2 | 61 |
| xor2 | 24 |
[kinds of logic (layout without fill, tap and decap cells)]
group / count (synthesis) / in the layout
XOR/XNOR: 85 / 85
AND/OR/NAND/NOR: 238 / 238
AND-OR/OR-AND: 258 / 258
adder cells (fa/ha/maj): 99 / 99
multiplexers: 8 / 8
flip-flops: 98 / 98
buffers and inverters: 72 / 147
[worst paths after layout]
| check | startpoint | to | slack [ns] | cells after the start |
|---|---|---|---|---|
| worst min register to register | agreed_output | o_err[1] | 0.72 | 2 |
| worst max-delay path | i_input | ctr[31] | 10.82 | 17 |
| worst max register to register | ctr[0] | ctr[31] | 13.10 | 19 |
| worst min-delay path | agreed_output | o_err[1] | 0.72 | 2 |
[area by class of cell]
cell class | instances | share of cell area (%)
Timing Repair Buffer | 80 | 8.49
Sequential cell | 98 | 28.5
Multi-Input combinational cell | 688 | 53.1
Tap cell | 330 | 4.49
Inverter | 51 | 2.08
Clock buffer | 10 | 2.72
Clock inverter | 6 | 0.572
[critical path: cells and delay by family]
kind / cells / cell delay [ns]
XOR/XNOR: 1 / 0.08
buffers and inverters: 4 / 0.93
multiplexers: 1 / 0.18
AND/OR/NAND/NOR: 1 / 0.18
AND-OR/OR-AND: 8 / 2.41
adder cells (fa/ha/maj): 2 / 0.47
[state kept, by name, summed over array words and instances (netlist names)]
register / flops
o_err: 2
ctr: 32
r_step: 31
phase_correction: 32
agreed_output: 1
[metrics by stage]
stage / setup WS, ns / area (um^2) / hold WS, ns
6_report: 10.82 / 9190 / 0.718
5_1_grt: 10.47 / 9190 / 0.765
4_1_cts: 10.78 / 9190 / 0.710
3_5_place_dp: 10.37 / 8890 / 0.668
3_3_place_gp: 10.49 / 8890 / 0.706
2_1_floorplan: 11.54 / 7770 / 0.611
